## run.sh

```bash
#!/bin/bash
# OpenROAD 26Q1-2900-gdf79404cd8, Yosys 0.63+post, stock flow scripts
make -C /OpenROAD-flow-scripts/flow DESIGN_CONFIG=/design/flow/config.mk WORK_HOME=/design/flow/orfs finish
```

## config.mk

```make
export PLATFORM = sky130hd
export DESIGN_NAME = lsu
export DESIGN_NICKNAME = lsu
export VERILOG_FILES = /design/flow/design.v
export SDC_FILE = /design/flow/constraint.sdc
export NUM_CORES = 4
export LEC_CHECK = 1
export CORE_AREA = 10 10 90 90
export DIE_AREA = 0 0 100 100
export SYNTH_HDL_FRONTEND = slang
```

## constraint.sdc

```tcl
current_design lsu

set clk_period 3.7
set clk_io_pct 0.2

create_clock -name clk0 -period $clk_period

set non_clock_inputs [all_inputs -no_clocks]
set_input_delay [expr $clk_period * $clk_io_pct] -clock clk0 $non_clock_inputs
set_output_delay [expr $clk_period * $clk_io_pct] -clock clk0 [all_outputs]
```

## design.v

```verilog
package imhotep_pkg;
  parameter int XLEN = 32;   
  parameter int RAM_WIDTH = 16;
  localparam int RFADDR = 5;
  localparam int RFLEN = 2 ** RFADDR;
  parameter int ALU_OP_WIDTH = 4;
  typedef enum logic [ALU_OP_WIDTH - 1:0] {
    ALU_ADD,
    ALU_SUB,
    ALU_AND,
    ALU_XOR,
    ALU_SLT,
    ALU_SLTU,
    ALU_JMPR,   
    ALU_OR,
    ALU_SLL,
    ALU_SRA,
    ALU_NOP
  } op_alu_e;
  parameter int LSU_OP_WIDTH = 4;
  typedef enum logic [LSU_OP_WIDTH-1:0] {
    LSU_SW,
    LSU_SH,    
    LSU_SB,    
    LSU_LW,
    LSU_LH,
    LSU_LHU,
    LSU_LB,
    LSU_LBU,
    LSU_NOP
  } op_lsu_e;
  parameter int CSR_WIDTH = 3;
  typedef enum logic [CSR_WIDTH - 1:0] {
    CSR_BEQ,
    CSR_BNE,
    CSR_BLT,
    CSR_BLTU,
    CSR_BGE,
    CSR_BGEU,
    CSR_JMP,
    CSR_NOP
  } op_csr_e;
  parameter int WB_MUX_WIDTH = 2;
  typedef enum logic [WB_MUX_WIDTH - 1 : 0] {
    WB_SEL_ALU,
    WB_SEL_LSU,
    WB_SEL_PC_INC
  } wb_mux_e;
  localparam logic [6:0] OPCODE_OP = 7'h33;
  localparam logic [6:0] OPCODE_OPIMM = 7'h13;
  localparam logic [6:0] OPCODE_STORE = 7'h23;
  localparam logic [6:0] OPCODE_LOAD = 7'h03;
  localparam logic [6:0] OPCODE_BRANCH = 7'h63;
  localparam logic [6:0] OPCODE_JALR = 7'h67;
  localparam logic [6:0] OPCODE_JAL = 7'h6f;
  localparam logic [6:0] OPCODE_FENCE = 7'h0f;
  localparam logic [6:0] OPCODE_AUIPC = 7'h17;
  localparam logic [6:0] OPCODE_LUI = 7'h37;
  localparam logic [6:0] OPCODE_SYSTEM = 7'h73;
endpackage
module lsu
  import imhotep_pkg::*;
(
    input logic [RAM_WIDTH - 1:0] addr_i,
    input op_lsu_e op_i,
    input logic [XLEN - 1:0] data_proc_i,
    output logic [XLEN - 1:0] data_proc_o,
    input logic [XLEN - 1:0] data_ram_i,
    output logic [XLEN - 1:0] data_ram_o,
    output logic [RAM_WIDTH - 1:0] addr_o,
    output logic [1:0] width_o,
    output logic w_rn_o,   
    output logic error_o   
);
  always_comb begin
    addr_o = addr_i;
    data_proc_o = '0;
    data_ram_o = '0;
    width_o = 2'b10;
    w_rn_o = 0;
    error_o = 0;
    case (op_i)
      LSU_SW: begin
        data_ram_o = data_proc_i;
        width_o = 2'b10;
        w_rn_o = 1;
      end
      LSU_SH: begin
        data_ram_o = data_proc_i;
        width_o = 2'b01;
        w_rn_o = 1;
      end
      LSU_SB: begin
        data_ram_o = data_proc_i;
        width_o = 2'b00;
        w_rn_o = 1;
      end
      LSU_LW:  data_proc_o = data_ram_i;
      LSU_LH:  data_proc_o = {{16{data_ram_i[15]}}, data_ram_i[15:0]};   
      LSU_LHU: data_proc_o = {{16{1'b0}}, data_ram_i[15:0]};   
      LSU_LB:  data_proc_o = {{24{data_ram_i[7]}}, data_ram_i[7:0]};   
      LSU_LBU: data_proc_o = {{24{1'b0}}, data_ram_i[7:0]};   
      LSU_NOP: addr_o = '0;   
      default: error_o = 1;
    endcase
  end
endmodule
```

==> summary.txt <==
flow finished, numbers: largest net degree at the start of global routing 34, met2 wire len 2.51 mm, Unique masters post-synth 22, initial antenna violation count 0, placed wire-length estimate 4.73 mm, detailed-route via count 1322, Slew Viols, Final 0, Area leader share 0.344, WP buf/inv 3, registers 0, family with the most delay on the worst path buffers and inverters, Min-Delay Startpoint addr_i[4], placed cells 350, P_int 0.000170 W, global-route wire length before repair 7.89 mm, Seq/Total Area, Yosys 0, Reg area 0 µm², final wirelength 5.25 mm, DIE AREA roughly 0.010 mm², Clk pwr share 0, Max-Cap Viols 0, Die W 100 µm, DIE HEIGHT 100 µm, max layer used met4, Core Region 0.00628 mm², final setup violation count 0, Crit path largest cell delay 700 ps, FILL cells 621, Hold Vio Cnt, Final 0, Comb pwr share 1.000, post-route setup TNS 0 ps, CP endpoint kind output port, Cell Pwr Density a little under 90 mW/mm², port buffer count 168, Hold Slack approximately 2400 ps, Setup Buffers After CTS 0, drt initial violations 49, Setup Crit Path Kind in2out, leading area contributor after synthesis and2_1, routability congestion estimate 0.756, Log Warnings 32, Tmin final approximately 3500 ps, share of cells above drive strength 1 0.0403, yosys warns 0, Sw Share 0.216, Cell area leaders and2_1 (34%), a21o_1 (24%), nor2b_1 (14%), buf_2 (4.0%), buf_6 (3.0%), DR WL/cell 15.0 µm, area reported by Yosys stat approximately 750 µm², leak pwr around 1.1 nW, Reg power frac 0, grt total ovfl 0, Post-Layout Cell Count between 300 and 400, CTS Hold Buffers Added 0, WP data required 2960 ps, Syn Area/Cell 6.72 µm², global-route usage over all layers 0.0958, post-route ant nets 0, Synth Instances 111, fin crit share 0.935, Top Layout Cells clkdlybuf4s50_1 (168), and2_1 (40), a21o_1 (24), VDD IR max about 0.038 mV, CP Launch Type primary input, status finished clean, DRT Pass-1 Iters 4, CP dominant cell by count clkdlybuf4s50_1, worst-path maximum fanout 16, Top cell excl fill/tap clkdlybuf4s50_1, RSZ-0062 raised after global routing false, row count 29, WP data arrival roughly 2700 ps, Initial Utilization 0.119, CP max stage cell clkdlybuf4s50_1, Vias/cell 3.78, hold crit path type in2out, Boundary Pins 168, yosys stat cell total 111, Worst Tran Pin Value 422 ps, DRC errors left 0, CP cell instances clkdlybuf4s50_1 > nor4bb_2 > buf_4 > a21o_1 > clkdlybuf4s50_1, met3 routed WL about 770 µm, WL met1 ~1.9 mm, clkbuf count 0, Diodes inserted 0, Area Overhead vs Synth 236%, synthesized area 746 µm², slew margin rel. 0.718, start point of the critical path op_i[1], vias in the first global route 1364, Fmax 0.289 GHz, cts repair resizes 0, NetSw 0.0000468 W
==> metal layers <==
metal / up-vias / global-route usage
li1: 689 / -
met1: 544 / 0.104
met2: 85 / 0.163
met3: 4 / 0.0555
met4: 0 / 0.00978
met5: - / 0
==> cell families after synthesis <==
group	synth area share
buffers and inverters	0.0856
AND-OR/OR-AND	0.295
AND/OR/NAND/NOR	0.607
XOR/XNOR	0.0117
==> through the flow <==
stage               instance area (µm²)  setup slack (ps)  power (W)   util
detailed placement                 2500               234   0.000220  0.399
global placement                   2500               261   0.000220  0.399
CTS                                2500               228   0.000222  0.399
global route                       2500              93.0   0.000237  0.399
finish                             2500               239   0.000217  0.399
floorplan                           746              1280  0.0000426      -
==> final timing paths <==
kind	endpoint	slack (ps)	cells past startpoint
setup / recovery	data_proc_o[19]	240	5
hold / removal	addr_o[4]	2390	3
==> Yosys cell counts <==
master	number
and2_1	41
a21o_1	24
nor2b_1	17
buf_2	6
clkbuf_1	3
buf_6	2
nand4b_1	2
nor2_1	2
a211oi_2	1
a21oi_1	1
a21oi_4	1
a31oi_1	1
nand2_1	1
nand2b_1	1
nand3b_1	1
nor2_2	1
nor3_1	1
nor4b_1	1
nor4bb_1	1
or3_1	1
or3b_4	1
xnor2_1	1
==> power groups by stage <==
stage | Combinational (W) | Sequential (W) | Clock [W]
final | 0.000217 | 0 | 0
after global routing | 0.000237 | 0 | 0
after CTS | 0.000222 | 0 | 0
==> cell type report <==
cell class,instances,area [µm²],share of cell area
multi-input cells,100,689,0.275
well taps,77,96.3,0.0385
repair buffers,173,1720,0.686
Power and IR drop assume default switching activity.
