## design/flow/config.mk

```make
export PLATFORM = sky130hd
export DESIGN_NAME = scoreboard
export DESIGN_NICKNAME = scoreboard
export VERILOG_FILES = /design/flow/design.v
export SDC_FILE = /design/flow/constraint.sdc
export NUM_CORES = 4
export LEC_CHECK = 1
export CORE_UTILIZATION = 40
export SYNTH_HDL_FRONTEND = slang
```

## design/flow/constraint.sdc

```tcl
current_design scoreboard

set clk_period 1.9
set clk_io_pct 0.2

create_clock -name clk0 -period $clk_period [get_ports {clk}]

set non_clock_inputs [all_inputs -no_clocks]
set_input_delay [expr $clk_period * $clk_io_pct] -clock clk0 $non_clock_inputs
set_output_delay [expr $clk_period * $clk_io_pct] -clock clk0 [all_outputs]
```

## design/flow/design.v

```verilog
package imhotep_pkg;
  parameter int XLEN = 32;   
  parameter int RAM_WIDTH = 16;
  localparam int RFADDR = 5;
  localparam int RFLEN = 2 ** RFADDR;
  parameter int ALU_OP_WIDTH = 4;
  typedef enum logic [ALU_OP_WIDTH - 1:0] {
    ALU_ADD,
    ALU_SUB,
    ALU_AND,
    ALU_XOR,
    ALU_SLT,
    ALU_SLTU,
    ALU_JMPR,   
    ALU_OR,
    ALU_SLL,
    ALU_SRA,
    ALU_NOP
  } op_alu_e;
  parameter int LSU_OP_WIDTH = 4;
  typedef enum logic [LSU_OP_WIDTH-1:0] {
    LSU_SW,
    LSU_SH,    
    LSU_SB,    
    LSU_LW,
    LSU_LH,
    LSU_LHU,
    LSU_LB,
    LSU_LBU,
    LSU_NOP
  } op_lsu_e;
  parameter int CSR_WIDTH = 3;
  typedef enum logic [CSR_WIDTH - 1:0] {
    CSR_BEQ,
    CSR_BNE,
    CSR_BLT,
    CSR_BLTU,
    CSR_BGE,
    CSR_BGEU,
    CSR_JMP,
    CSR_NOP
  } op_csr_e;
  parameter int WB_MUX_WIDTH = 2;
  typedef enum logic [WB_MUX_WIDTH - 1 : 0] {
    WB_SEL_ALU,
    WB_SEL_LSU,
    WB_SEL_PC_INC
  } wb_mux_e;
  localparam logic [6:0] OPCODE_OP = 7'h33;
  localparam logic [6:0] OPCODE_OPIMM = 7'h13;
  localparam logic [6:0] OPCODE_STORE = 7'h23;
  localparam logic [6:0] OPCODE_LOAD = 7'h03;
  localparam logic [6:0] OPCODE_BRANCH = 7'h63;
  localparam logic [6:0] OPCODE_JALR = 7'h67;
  localparam logic [6:0] OPCODE_JAL = 7'h6f;
  localparam logic [6:0] OPCODE_FENCE = 7'h0f;
  localparam logic [6:0] OPCODE_AUIPC = 7'h17;
  localparam logic [6:0] OPCODE_LUI = 7'h37;
  localparam logic [6:0] OPCODE_SYSTEM = 7'h73;
endpackage
module scoreboard
  import imhotep_pkg::*;
(
    input logic clk,
    input logic reset_n,
    input logic [RFADDR - 1:0] query_1_i,
    input logic [RFADDR - 1:0] query_2_i,
    input logic [RFADDR - 1:0] commit_i,
    output logic query_answer_1_o,
    output logic query_answer_2_o,
    input logic [RFADDR - 1:0] retire_i
);
  logic [31:0] board;
  always_ff @(posedge clk or negedge reset_n) begin
    if (!reset_n) begin
      board <= '0;
    end else begin
      if (retire_i != '0) begin
        board[retire_i] <= 1'b1;
      end
      if (commit_i != '0 && commit_i != retire_i) begin
        board[commit_i] <= 1'b0;
      end
    end
  end
  assign query_answer_1_o = board[query_1_i];
  assign query_answer_2_o = board[query_2_i];
endmodule
```

## design/flow/run.sh

```bash
#!/bin/bash
# OpenROAD 26Q1-2900-gdf79404cd8, Yosys 0.63+post, stock flow scripts
make -C /OpenROAD-flow-scripts/flow DESIGN_CONFIG=/design/flow/config.mk WORK_HOME=/design/flow/orfs finish
```

==> reports/notes.md <==
According to the floorplan report, the placeable core area is 5140 um^2. The number of top-level pins is 24, and the overall power is 0.002254 W. The synthesized netlist contains 33 unique library cells. The checks that failed: negative setup slack. Worst slew margin relative to its limit: 68.77%. Checking hold timing, the worst path is listed with class flip-flop to flip-flop. The worst setup path is launched from a flip-flop. The post-route clock period utilization came out at 104.4%. The worst-path cell with the longest stage delay was sky130_fd_sc_hd__dfrtp_1. The post-synth register bit count is 32. The post-synthesis instance total was 224; the detail-routed via count per cell was 5.524. Clock skew on the completed layout was measured at 0 ns. Row generation in the floorplan step produced 26 rows. The run gives -0.7836 ns for the worst slack after detailed placement.

The leakage power of the design was 1.254 nW. The run gives 32 for the number of sinks handled by clock tree synthesis. The via count of the first global-routing pass was 1928.

Warnings reported by Yosys during synthesis add up to 0. Capture instance of the worst register-to-register path: board[17]. The critical path endpoint was query_answer_2_o.

The logs give 332 for the count of placed standard cells including taps and 0 for the number of antenna repair diodes. Wires add up to 5.839 mm. The number of enable flip-flop cells is 0.

The synthesized netlist occupies a cell area of 2147 um^2. The run gives 4 for the number of cells traversed by the worst register-to-register path. Setup repair after global routing could not meet its margin everywhere.

The synthesis report gives the async set-or-reset register share as 100.0%. The end-of-flow timing check tallies setup violations at 2. In this design, the stage delay of the slowest critical-path cell is 0.39 ns. The required time at the worst endpoint is listed as 1.52 ns.

Relative to the synthesized area, the layout overhead comes to 33.57%. The run finished, with violations left. The largest buffer count on any clock path was 2. The height of the die is 75.27 um. Max-slew check failures listed in the final report amount to 0.

Hold repair after CTS inserted 0 buffers. The tools report the kind of end point of the critical path as an output pin. Counting I/O delays and the setup requirement, the final critical path takes 1.983 ns.

The first routing iteration left 63 violations. For the pin with the worst max-slew slack, the measured transition is 0.4673 ns. The critical path goes through buf_4 -> mux2i_1 -> a22oi_2 -> nand4b_1 -> a21oi_2 -> a311o_1 -> buf_2. The top cell types in the final layout, fill and taps aside, are sky130_fd_sc_hd__a21oi_1, sky130_fd_sc_hd__buf_4, sky130_fd_sc_hd__dfrtp_1. The horizontal die dimension was 75.27 um.

The run gives 9.528 mm as the wire length of the first global-routing pass. The largest register by flop count is board. With the areal power density over the cells at 786.1 nW/um^2, the total die area is 5665 um^2.

The count of input and output buffers was 23; the number of max-capacitance violations reported was 0. TritonRoute output was used to compute an average wire per cell of 16.54 um. The run gives 4 for the first-pass iteration count of the detailed router. The share of cells above drive strength 1 came out at 31.45%. Type of the worst setup path: flip-flop to output pin.

The later pin in the worst-skew pair is clocked with a latency of 0.28 ns. The logs give 0 for the number of routed nets with antenna violations and 0 for the number of endpoints with negative hold slack in the final report. The clock input transition at the sequential cells of the worst setup and hold paths works out to 0.06 ns. The clock root buffer master was sky130_fd_sc_hd__clkbuf_8. Across all layers, the routed design uses 1950 vias.

The worst reg2reg path startpoint was board[17]. The synth_stat.txt file lists the number of cells as 224. The count of tool warnings is 27, and the critical path data arrival time is 1.60 ns. For the global router's overall resource usage, the log shows 23.64%. The most used flip-flop cell after synthesis was sky130_fd_sc_hd__dfrtp_1. Across the VDD grid, the largest voltage drop is 345.9 uV. The accumulated negative setup slack is -0.1656 ns, and the detailed placement HPWL is 4.129 mm. The run gives 5 as the number of buffers created by CTS. Before placement the cells fill 41.77% of the core. The largest net degree at the start of global routing came out at 33.

Looking at the critical path, the highest net fanout was 2. The total congestion overflow after global routing came out at 0. Leaving out fill and tap cells, the most frequent cell in the layout is sky130_fd_sc_hd__a21oi_1. After synthesis, flip-flops and latches occupy 37.30% of the total area. After the flow finishes, the layout carries non-filler instances totaling 353.

After synthesis, the mean cell area works out to 9.585 um^2. The congestion estimate from routability-driven global placement came to 0.8606. The synthesized netlist has a Yosys-reported chip area of 2147 um^2. The tools report the final worst-path setup slack as -0.08333 ns. TritonCTS built the clock tree.

Based on the critical path, the design can be clocked at up to 0.5042 GHz. The register with the most flip-flops in the layout has 32 of them. The tools report the count of H-tree levels built during CTS as 2. The timing startpoint of the critical path is board[17]. With the number of antenna violations at the first check in global routing at 0, the number of remaining DRC errors is 0. The registers reported with the highest flop counts are board (32).

Worst-case register-to-register setup slack: 0.96 ns. The finished layout reports a core utilization of 55.79%.
[per-layer routing]
layer / up-vias / wire, um / track usage, %
met5: - / 0 / 0
met4: 0 / 164 / 6.173
met3: 17 / 399 / 5.699
met2: 76 / 2545 / 36.04
met1: 911 / 2730 / 35.14
li1: 946 / - / -
[power by group]
group	total (W)	internal, W	switching (W)
sequential	0.000986	0.000834	0.000152
clock	0.000531	0.000295	0.000236
combinational	0.000737	0.000392	0.000345
[cells in the mapped netlist (3+ instances only)]
master | count | area, um^2
sky130_fd_sc_hd__a21oi_1 | 56 | 280.3
sky130_fd_sc_hd__dfrtp_1 | 32 | 800.8
sky130_fd_sc_hd__mux2i_1 | 32 | 320.3
sky130_fd_sc_hd__nand2_1 | 15 | 56.30
sky130_fd_sc_hd__a21oi_2 | 12 | 105.1
sky130_fd_sc_hd__a22oi_1 | 8 | 60.06
sky130_fd_sc_hd__nor2b_1 | 8 | 50.05
sky130_fd_sc_hd__buf_6 | 7 | 78.83
sky130_fd_sc_hd__nor2_1 | 7 | 26.28
sky130_fd_sc_hd__nand3_1 | 6 | 30.03
sky130_fd_sc_hd__and2_1 | 4 | 25.02
sky130_fd_sc_hd__buf_1 | 4 | 15.01
sky130_fd_sc_hd__nor3b_1 | 3 | 22.52
sky130_fd_sc_hd__xnor2_1 | 3 | 26.28
[repair_timing]
| item | CTS | global route |
|---|---|---|
| setup endpoints to repair | 2 | 2 |
| setup buffers | 11 | 0 |
| gates cloned | 2 | 0 |
| resized | 46 | 4 |
| pin swaps | 13 | 0 |
[stage by stage]
stage / hold WS (ns) / cell area [um^2]
3_5_place_dp: 0.4255 / 2590
6_report: 0.4332 / 2868
3_3_place_gp: 0.4286 / 2590
2_1_floorplan: 0.08441 / 2147
5_1_grt: 0.4509 / 2868
4_1_cts: 0.4403 / 2858
[worst min path at each step]
| stage | start | to | cells after the start | slack [ns] |
|---|---|---|---|---|
| 4_1_cts | board[0] | board[0] | 0 | 0.44 |
| 5_1_grt | board[0] | board[0] | 0 | 0.45 |
| 6_report | board[0] | board[0] | 0 | 0.43 |
[final cells by class]
type	count	area, um^2
clock buffer	8	90.09
timing repair buffer	66	620.6
multi-input combinational	177	1269
sequential	32	800.8
fill	485	2272
tap	70	87.58
[cells by family (layout without fill, tap and decap cells)]
family | count (synthesis) | count (layout) | share of synthesized area (%)
AOI/OAI and AO/OA | 80 | 80 | 22.38
and+or+nand+nor | 62 | 62 | 18.36
muxes | 32 | 32 | 14.92
DFF | 32 | 32 | 37.30
buffers and inverters | 15 | 74 | 5.828
xor gates and xnor gates | 3 | 3 | 1.224
[critical path, delay by kind of cell (launching register included)]
kind / cells / cell delay, ns
compound gates: 3 / 0.42
mux: 1 / 0.15
buf+inv: 2 / 0.26
flops: 1 / 0.39
simple gates: 1 / 0.11
Power and IR drop assume default switching activity.
